[flow/design.v]
module part4 (SW, LEDR, HEX5, HEX4, HEX3, HEX2, HEX1, HEX0);
    input  [8:0] SW;         
    output [9:0] LEDR;       
    output [6:0] HEX5, HEX4, HEX3, HEX2, HEX1, HEX0; 
    wire [3:0] X, Y;
    wire cin;
    wire [4:0] binary_sum;
    wire [3:0] ones, tens;
    wire [4:0] corrected_sum;
    wire invalid;
    assign X   = SW[7:4];
    assign Y   = SW[3:0];
    assign cin = SW[8];
    assign binary_sum = X + Y + cin;
    assign invalid = (X > 9) | (Y > 9);
    assign corrected_sum = (binary_sum > 9) ? (binary_sum + 6) : binary_sum;
    assign tens = corrected_sum / 10;
    assign ones = corrected_sum % 10;
    assign LEDR[4:0] = binary_sum; 
    assign LEDR[9]   = invalid;     
    assign LEDR[8:5] = 4'b0;
    seg7 X_display (X, HEX5); 
    assign HEX4 = 7'b1111111;       
    seg7 Y_display (Y, HEX3);
    assign HEX2 = 7'b1111111;       
    seg7 tens_display (tens, HEX1);
    seg7 ones_display (ones, HEX0);
endmodule
module seg7 (input [3:0] c, output [6:0] display);
    assign display[0] = ~((~c[3] & ~c[2] & ~c[1] & c[0]) |
                          (~c[3] & c[2] & ~c[1] & ~c[0]) |
                          (c[3] & ~c[2] & c[1] & c[0]) |
                          (c[3] & c[2] & ~c[1] & c[0]));
    assign display[1] = ~((~c[3] & c[2] & ~c[1] & c[0]) |
                          (c[2] & c[1] & ~c[0]) |
                          (c[3] & c[1] & c[0]) |
                          (c[3] & c[2] & ~c[0]));
    assign display[2] = ~((~c[3] & ~c[2] & c[1] & ~c[0]) |
                          (c[3] & c[2] & ~c[0]) |
                          (c[3] & c[2] & c[1]));
    assign display[3] = ~((~c[2] & ~c[1] & c[0]) |
                          (~c[3] & c[2] & ~c[1] & ~c[0]) |
                          (c[2] & c[1] & c[0]) |
                          (c[3] & ~c[2] & c[1] & ~c[0]));
    assign display[4] = ~((~c[3] & c[0]) |
                          (~c[3] & c[2] & ~c[1]) |
                          (~c[2] & ~c[1] & c[0]));
    assign display[5] = ~((~c[3] & ~c[2] & c[0]) |
                          (~c[3] & ~c[2] & c[1]) |
                          (~c[3] & c[1] & c[0]) |
                          (c[3] & c[2] & ~c[1] & c[0]));
    assign display[6] = ~((~c[3] & ~c[2] & ~c[1]) |
                          (~c[3] & c[2] & c[1] & c[0]) |
                          (c[3] & c[2] & ~c[1] & ~c[0]));
endmodule
[flow/run.sh]
#!/bin/bash
# OpenROAD 26Q1-2900-gdf79404cd8, Yosys 0.63+post, stock flow scripts
make -C /OpenROAD-flow-scripts/flow DESIGN_CONFIG=/design/flow/config.mk WORK_HOME=/design/flow/orfs finish
[flow/constraint.sdc]
current_design part4

set clk_period 9.7
set clk_io_pct 0.2

create_clock -name clk0 -period $clk_period

set non_clock_inputs [all_inputs -no_clocks]
set_input_delay [expr $clk_period * $clk_io_pct] -clock clk0 $non_clock_inputs
set_output_delay [expr $clk_period * $clk_io_pct] -clock clk0 [all_outputs]
[flow/config.mk]
export PLATFORM = sky130hd
export DESIGN_NAME = part4
export DESIGN_NICKNAME = part4
export VERILOG_FILES = /design/flow/design.v
export SDC_FILE = /design/flow/constraint.sdc
export NUM_CORES = 4
export LEC_CHECK = 1
export CORE_AREA = 10 10 79 79
export DIE_AREA = 0 0 89 89
==> results.toml <==
# synthesis and place-and-route metrics
[run_status]
outcome = "finished clean"

[global_routing]
antenna_found_initial = 0
grt_max_degree = 16
grt_pass1_wl_um = 5980
first_global_vias = 1361
grt_overflow = 0
track_usage = 0.0875

[timing]
hold_viol_final = 0
min_period_ps = 9120
finalSetupViolations = 0
rsz0062_at_grt = "no"
clock.fmax_mhz = 110
fin_ws_ps = 575
slew_viol_final = 0
setup_tns_ps = 0
fin_crit_sh = 0.941

[logic_synthesis]
synth_cell_type_count = 54
ys_seq_frac = 0
yosysWarningCount = 0
syn-cell-area_mm2 = 0.00135
yosysChipArea_mm2 = 0.00135
synthCells = 201
yosys-stat-cells = 201
avgSynthCellArea_um2 = 6.72
synth.top_cells.by_area = "buf_4 (12%), a21oi_1 (4.8%), o21ai_0 (4.8%)"
top_area_cell = "buf_4"
top_cell_area_share = 0.117

[worst_setup_path]
path_common_cell = "a31oi_1"
cp-end-kind = "output port"
slowest_stage = "fa_1"
crit_path_max_incr_delay_ps = 760
cp.arrival_ps = 7180
critPathBufInv = 3
crit_fanout = 15
crit_path_start_kind = "input port"
path_class = "in2out"
path_cells = "clkdlybuf4s50_1, fa_1, fa_1, inv_1, ha_2, nand2_1, a211oi_1, a31oi_1, ha_1, nor2b_1, a31oi_1, a31oi_1, o311ai_2, a31oi_4, nor3_1, o31ai_1, clkdlybuf4s50_1"
critPathTopFamily = "adder cells"
cp.required_ps = 7760

[power_and_ir_drop]
clock_power_share = 0
combPwrFrac = 1.000
seqPwrFrac = 0
intPower_mw = 0.132
switching_share = 0.470
power_leakage_nw = 0.644
ir_drop_mv = 0.0532
p_sw_mw = 0.117
total_power_mw = 0.249
power_density_mw_per_mm2 = 149

[floorplanning]
fp.dieW_um = 89
rows = 25
core_area_mm2 = 0.00466
ios = 61
chipArea_mm2 = 0.00792
dieHeight_um = 89
fp-utilization = 0.290

[final_layout]
flops = 0
final_cell_mix = "clkdlybuf4s50_1 (42), conb_1 (19), nand2_1 (15)"
combGateArea_mm2 = 0.00111
final_common_cell = "clkdlybuf4s50_1"
clkbuf_count = 0
n_fill_cell = 484
drive_above_1_share = 0.0889
fin_area_mm2 = 0.00167
seqCellArea_um2 = 0
area_growth_pct = 23.5

[clock_tree]
cts_setup_buffers = 0
cts_hold_buffers = 0
post_cts_resized = 0

[run]
maxCapViolCount = 0
warnings = 33

[route]
drc_errors = 0
ant_nets = 0
avgRoutedWirePerCell_um = 13.0
antenna_cells = 0
num_vias = 1430
first_pass_iters = 4
routed_via_density = 5.13
wl_um = 3620
drtIter0Drc = 58

[placed_design]
dpl-instance-area_mm2 = 0.00167
post-place-ws_ps = 481
portBuffers = 42
gp_congestion = 0.812
dp_hpwl_um = 2880

[worst_hold_path]
hp-class = "in2out"
per-stage QoR:
step	utilization	cells	hold slack [ps]
floorplan	-	218	4000
global placement	0.358	279	5140
global route	0.358	279	5220
detailed placement	0.358	279	5130
finish	0.358	279	5120
CTS	0.358	279	5140
metal layers:
layer / up-vias / global-route usage / share of wire
met2: 48 / 0.138 / 0.43
met4: 0 / 0.00434 / 0.0039
met5: - / 0 / 0
met3: 2 / 0.0239 / 0.092
li1: 743 / - / -
met1: 637 / 0.122 / 0.48
power by group through the flow:
stage / registers [mW] / clock network, mW / logic [mW]
CTS: 0 / 0 / 0.251
global route: 0 / 0 / 0.278
finish: 0 / 0 / 0.249
tightest hold or removal path, stage by stage:
cell and delay [ps]:
clkdlybuf4s50_1 680, a22oi_1 120, clkdlybuf4s50_1 430
path summary, 6_finish.rpt:
path | start | endpoint | slack, ps | cells past startpoint
min | SW[0] | HEX3[0] | 5120 | 3
max | SW[0] | HEX0[6] | 580 | 17
cell families (layout without fill, tap and decap cells):
kind of cell | count (synthesis) | after routing | synth area share
simple gates | 61 | 61 | 0.242
compound gates | 74 | 74 | 0.388
other cells | 2 | 19 | 0.00556
xor+xnor | 6 | 6 | 0.0528
buf+inv | 50 | 57 | 0.228
fa+ha+maj | 8 | 8 | 0.0843
final cells by class:
type	count	area share
Multi-Input combinational cell	168	0.665
Inverter	13	0.0337
Timing Repair Buffer	44	0.261
Tap cell	54	0.0405
synthesized netlist by cell type, drive strengths merged:
library cell	number
nor2	11
nand3	4
a21bo	1
maj3	1
buf	28
nand3b	1
o21bai	1
nor3	6
a21oi	15
o31ai	2
o311ai	1
o2bb2ai	1
o22ai	3
fa	2
a311oi	1
a211o	3
ha	5
or3	2
clkbuf	9
a21boi	1
a31oi	11
nor4	3
a211oi	6
nand2b	7
and3	1
nor2b	1
conb	2
o32a	1
xnor2	5
a221o	1
and4	1
o211ai	5
and2	6
o21ai	16
nand2	16
a22oi	4
nand4	2
a21o	1
inv	13
xor2	1
Power figures rest on the tool's default switching activity, not on a simulated workload.
