--- run.sh ---
#!/bin/bash
# OpenROAD 26Q1-2900-gdf79404cd8, Yosys 0.63+post, stock flow scripts
make -C /OpenROAD-flow-scripts/flow DESIGN_CONFIG=/design/flow/config.mk WORK_HOME=/design/flow/orfs finish
--- config.mk ---
export PLATFORM = sky130hd
export DESIGN_NAME = part1
export DESIGN_NICKNAME = part1
export VERILOG_FILES = /design/flow/design.v
export SDC_FILE = /design/flow/constraint.sdc
export NUM_CORES = 4
export LEC_CHECK = 1
export CORE_AREA = 10 10 70 70
export DIE_AREA = 0 0 80 80
--- constraint.sdc ---
current_design part1

set clk_period 1.0
set clk_io_pct 0.2

create_clock -name clk0 -period $clk_period

set non_clock_inputs [all_inputs -no_clocks]
set_input_delay [expr $clk_period * $clk_io_pct] -clock clk0 $non_clock_inputs
set_output_delay [expr $clk_period * $clk_io_pct] -clock clk0 [all_outputs]
--- design.v ---
module part1 (SW, LEDR, HEX1, HEX0);
	input [7:0] SW;
	output [7:0] LEDR;
	output [6:0] HEX1, HEX0;
	assign LEDR = SW;
	assign HEX1 = (SW[7:4] == 4'b1001) ? 7'b0010000 : 
                  (SW[7:4] == 4'b1000) ? 7'b0000000 : 
                  (SW[7:4] == 4'b0111) ? 7'b1111000 : 
                  (SW[7:4] == 4'b0110) ? 7'b0000010 : 
                  (SW[7:4] == 4'b0101) ? 7'b0010010 : 
                  (SW[7:4] == 4'b0100) ? 7'b0011001 : 
                  (SW[7:4] == 4'b0011) ? 7'b0110000 : 
                  (SW[7:4] == 4'b0010) ? 7'b0100100 : 
                  (SW[7:4] == 4'b0001) ? 7'b1111001 : 
                  (SW[7:4] == 4'b0000) ? 7'b1000000 : 
                  7'b1111111;  
	assign HEX0 = (SW[3:0] == 4'b1001) ? 7'b0010000 : 
                  (SW[3:0] == 4'b1000) ? 7'b0000000 : 
                  (SW[3:0] == 4'b0111) ? 7'b1111000 : 
                  (SW[3:0] == 4'b0110) ? 7'b0000010 : 
                  (SW[3:0] == 4'b0101) ? 7'b0010010 : 
                  (SW[3:0] == 4'b0100) ? 7'b0011001 : 
                  (SW[3:0] == 4'b0011) ? 7'b0110000 : 
                  (SW[3:0] == 4'b0010) ? 7'b0100100 : 
                  (SW[3:0] == 4'b0001) ? 7'b1111001 : 
                  (SW[3:0] == 4'b0000) ? 7'b1000000 : 
                  7'b1111111;  
endmodule
==> summary.log <==
[route] total wirelength of the detailed-routed design 1480 µm
[synthesis] number of different library cells in the post-synthesis netlist 16
[global_routing] initial antenna violation count 0
[place] half-perimeter wire length after detailed placement 1100 µm
[die] starting density of the core 9.12%
[cells_and_area] Area growth, synth to finish 188%
[outcome] run status finished, violations left
[critical_path] critical path data arrival time 0.90 ns
[critical_path] Critical Path Start Type input port
[die] Die Area 6400 µm²
[pwr] proportion of power drawn by combinational gates 100.0%
[route] overall via count from detail_route 501
[critical_path] Required @ worst endpoint 0.80 ns
[sta] Final setup violation count 4
[synthesis] YS warnings 0
[sta] upper clock frequency limit 907 MHz
[place] Port Buf Inserts 30
[pwr] areal power density over the cells 417 nW/µm²
[synthesis] synthesized instance count 50
[sta] post-route fraction of the period consumed by the critical path 110%
[place] post-placement cell area 684 µm²
[sta] Rel. slew slack 88.7%
[cells_and_area] end-of-flow core utilization 26.3%
[pwr] share of total power in the clock network 0%
[pwr] Pleak 0.429 nW
[clock_tree] post-cts hold-fix buffer tally 0
[critical_path] CP Capture Type primary output
[sta] clock period minus worst slack 1.10 ns
[die] vertical die size 80 µm
[pwr] cell internal pwr 0.246 mW
[sta] Hold Slack 0.661 ns
[die] Std-Cell Core Area 3420 µm²
[route] Avg Vias per Cell 3.58
[synthesis] Syn Std Cell Area 312 µm²
[die] width of the die 80 µm
[outcome] violated checks setup timing
[run] number of warnings in the stage logs 34
[critical_path] CP max FO 7
[global_routing] global route overflow 0
[synthesis] total cells reported by yosys after synthesis 50
[global_routing] total routing usage reported by global routing 3.93%
[cells_and_area] most frequent logic cell in the layout sky130_fd_sc_hd__buf_4
[hold_path] path class of the lowest-slack min-delay path input port to primary output
[global_routing] first-pass GRT wire length 2220 µm
[cells_and_area] Flop area 0 µm²
[route] DRC marker count from the first detailed-route iteration 9
[pwr] switch share 34.3%
[sta] setup repair after global routing missed its margin true
[route] ANT nets after route 0
[sta] Final Worst Setup Slack -0.102 ns
[place] Routability Congestion 0.732
[run] number of maximum-capacitance violations 0
[critical_path] Crit Path Category input port to primary output
[route] post-detailed-route DRC marker count 0
[cells_and_area] design area 898 µm²
[synthesis] chip area from the yosys synthesis statistics 312 µm²
[cells_and_area] Seq Cell Count 0
[route] length of the first detailed-routing pass in iterations 2
[die] I/O pin total 30
[sta] pins over their slew limit 0
[global_routing] vias in the first global route 440
[pwr] net switching power 0.128 mW
[sta] final hold violation count 0
[sta] slew at the pin closest to its max-slew limit 0.169 ns
[route] total inserted antenna cells 0
[place] worst-case setup slack after placement -0.921 ns
[cells_and_area] fraction of layout cells with a size suffix above 1 69.1%
[synthesis] part of the Yosys area used for sequential elements 0%
[route] post-DR wirelength/cell 10.6 µm
[die] site row count 21
[pwr] peak supply drop 0.0951 mV
[global_routing] maximum number of pins on one net before global-route repair 9
[pwr] sum of internal, switching and leakage power 0.374 mW
[cells_and_area] top library cells by usage in the layout, fill and taps aside sky130_fd_sc_hd__buf_4 (15), sky130_fd_sc_hd__buf_2 (13), sky130_fd_sc_hd__buf_6 (8), sky130_fd_sc_hd__buf_12 (6), sky130_fd_sc_hd__dlygate4sd2_1 (6)
[cells_and_area] clock buffer instance count of the final layout 0
[pwr] sequential share of power 0%
[synthesis] synthesized area divided by synthesized cell count 6.23 µm²
-- layout make-up --
| type | count | area [µm²] |
|---|---|---|
| tap | 46 | 57.6 |
| multi-input combinational | 36 | 315 |
| fill | 361 | 2520 |
| inverter | 4 | 15.0 |
| timing repair buffer | 54 | 510 |
-- worst max-delay path: stages --
cell and delay (ns):
sky130_fd_sc_hd__buf_12 0.11, sky130_fd_sc_hd__nor3b_4 0.20, sky130_fd_sc_hd__buf_4 0.14, sky130_fd_sc_hd__a21oi_2 0.03, sky130_fd_sc_hd__o21ai_1 0.09, sky130_fd_sc_hd__buf_2 0.13
-- metal layers --
layer / share of wire, % / up-vias / global-route usage (%)
met1: 45 / 230 / 5.47
met5: 0 / - / 0
met3: 7.2 / 0 / 0.795
met4: 0 / 0 / 0
li1: - / 259 / -
met2: 48 / 12 / 6.42
-- cells in the mapped netlist --
cell / count / share of area (%)
sky130_fd_sc_hd__inv_1: 4 / 4.8
sky130_fd_sc_hd__o21ai_0: 1 / 1.6
sky130_fd_sc_hd__o22a_1: 2 / 5.6
sky130_fd_sc_hd__nand2b_1: 1 / 2.0
sky130_fd_sc_hd__nor3b_2: 2 / 8.0
sky130_fd_sc_hd__nor2b_1: 2 / 4.0
sky130_fd_sc_hd__and2_1: 4 / 8.0
sky130_fd_sc_hd__a221o_1: 1 / 3.2
sky130_fd_sc_hd__a211o_1: 2 / 5.6
sky130_fd_sc_hd__a21oi_1: 3 / 4.8
sky130_fd_sc_hd__o31ai_1: 2 / 4.8
sky130_fd_sc_hd__o21ai_1: 8 / 13
sky130_fd_sc_hd__nand3_1: 2 / 3.2
sky130_fd_sc_hd__buf_4: 10 / 24
sky130_fd_sc_hd__nand2_1: 4 / 4.8
sky130_fd_sc_hd__nor2_1: 2 / 2.4
-- kinds of logic after synthesis --
group,count (synthesis),share of synthesized area [%]
compound gates,19,38.6
buf+inv,14,28.9
simple gates,17,32.5
-- repair_timing --
action / in CTS / in global routing
endpoints found under the setup margin: 22 / 11
resized: 135 / 9
buffers inserted: 7 / 6
pin swaps: 22 / 12
-- power by group through the flow --
stage	sequential (mW)	clock, mW	combinational (mW)
CTS	0	0	0.348
global route	0	0	0.408
finish	0	0	0.374
-- worst paths after layout --
kind	slack, ns	endpoint	from	depth (start not counted)
setup / recovery	-0.10	HEX0[5]	SW[3]	6
hold / removal	0.66	HEX1[6]	SW[7]	3
-- per-stage QoR --
stage                     cells  TNS [ns]
after floorplan              50         0
after global placement      128    -16.79
after detailed placement    128    -17.15
after CTS                   135    -0.416
after global routing        140    -0.626
final                       140    -0.344
Power is estimated from default activity; no workload was simulated.
