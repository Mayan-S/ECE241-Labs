[design/flow/design.v]
module part5 (SW, KEY, HEX5, HEX4, HEX3, HEX2, HEX1, HEX0, LEDR);
   input [7:0] SW;
   input [1:0] KEY;
   reg [7:0] Q;
   wire [7:0] B = SW;
   wire [7:0] S;
   output [6:0] HEX5, HEX4, HEX3, HEX2, HEX1, HEX0;
   output [9:0] LEDR;
   wire cout;
  wire Resetn = KEY[0];
  wire clk = KEY[1];
  always @ (negedge Resetn, posedge clk)
        if (!Resetn)
            Q <= 8'b0;
        else
            Q <= SW;
   rAdder do2 (Q, B, S, cout);
   hexDisplay do3 (Q[3:0], HEX2);
   hexDisplay do4 (Q[7:4], HEX3);
   hexDisplay do5 (B[3:0], HEX0);
   hexDisplay do6 (B[7:4], HEX1);
   hexDisplay do7 (S[3:0], HEX4);
   hexDisplay do8 (S[7:4], HEX5);
   assign LEDR[0] = cout;
endmodule
module rAdder (x, y, s, Cout);
  input [7:0] x;
  input [7:0] y;
  wire Cin = 1'b0;
  output [7:0] s;
  output Cout;
  wire c1, c2, c3, c4, c5, c6, c7;
  fAdder u1 (x[0], y[0], Cin, s[0], c1);
  fAdder u2 (x[1], y[1], c1, s[1], c2);
  fAdder u3 (x[2], y[2], c2, s[2], c3);
  fAdder u4 (x[3], y[3], c3, s[3], c4);
  fAdder u5 (x[4], y[4], c4, s[4], c5);
  fAdder u6 (x[5], y[5], c5, s[5], c6);
  fAdder u7 (x[6], y[6], c6, s[6], c7);
  fAdder u8 (x[7], y[7], c7, s[7], Cout);
endmodule
module fAdder (a, b, cin, s, cout);
  input a, b, cin;
  output s, cout;
  assign s = a^b^cin;
  assign cout = (a & b) | (a & cin) | (b & cin);
endmodule
module hexDisplay (S, h);
   input [3:0] S;
   output [6:0] h;
  wire s0, s1, s2, s3;
  assign s0 = S[0];
  assign s1 = S[1];
  assign s2 = S[2];
  assign s3 = S[3];
   assign h[0] = (~s3 & s2 & ~s1 & ~s0) | (~s3 & ~s2 & ~s1 & s0) | (s3 & s2 & ~s1 & s0) | (s3 & ~s2 & s1 & s0); 
  assign h[1] = (s3 & s2 & ~s1 & ~s0) | (~s3 & s2 & ~s1 & s0) | (s3 & s1 & s0) | (s2 & s1 & ~s0);
  assign h[2] = (s3 & s2 & s1) | (~s3 & ~s2 & s1 & ~s0) | (s3 & s2 & ~s0);
  assign h[3] = (~s3 & s2 & ~s1 & ~s0) | (~s2 & ~s1 & s0) | (s2 & s1 & s0) | (s3 & ~s2 & s1 & ~s0);
  assign h[4] = (~s3 & s0) | (~s3 & s2 & ~s1) | (~s2 & ~s1 & s0);
  assign h[5] = (~s3 & ~s2 & s0) | (~s3 & s1 & s0) | (~s3 & ~s2 & s1) | (s3 & s2 & ~s1 & s0);
  assign h[6] = (~s3 & ~s2 & ~s1) | (~s3 & s2 & s1 & s0) | (s3 & s2 & ~s1 & ~s0);
endmodule
[design/flow/run.sh]
#!/bin/bash
# OpenROAD 26Q1-2900-gdf79404cd8, Yosys 0.63+post, stock flow scripts
make -C /OpenROAD-flow-scripts/flow DESIGN_CONFIG=/design/flow/config.mk WORK_HOME=/design/flow/orfs finish
[design/flow/config.mk]
export PLATFORM = sky130hd
export DESIGN_NAME = part5
export DESIGN_NICKNAME = part5
export VERILOG_FILES = /design/flow/design.v
export SDC_FILE = /design/flow/constraint.sdc
export NUM_CORES = 4
export LEC_CHECK = 1
export CORE_AREA = 10 10 101 101
export DIE_AREA = 0 0 111 111
[design/flow/constraint.sdc]
current_design part5

set clk_period 4.5
set clk_io_pct 0.2

create_clock -name clk0 -period $clk_period [get_ports {KEY}]

set non_clock_inputs [all_inputs -no_clocks]
set_input_delay [expr $clk_period * $clk_io_pct] -clock clk0 $non_clock_inputs
set_output_delay [expr $clk_period * $clk_io_pct] -clock clk0 [all_outputs]
==> reports/metrics.cfg <==
[critical_path]
critical_path_peak_fanout=3
critical_path_required_ps=3600
timing.critical_path.to_type=output pin
setup.worst_path.class=input pin to output pin
critical_path_arrival_ps=4480
type_of_element_launching_the_critical_path=input pin

[timing]
setup_failing_eps_final=7
setup_slack_ps=-882
finalHoldViolations=8
hold_ws_ps=-306
grt_setup_unrepaired=yes
final-max-slew-violation-count=0
setup_total_negative_slack_ps=-5560
achievable-frequency_mhz=186
timing.final.crit_period_ps=5380
period_used_pct=120

[logic_synthesis]
top_cell_area_share_pct=12.9
syn-mean-instance-area_um2=7.04
yosys-stat-cells=221
post-synth-top-area-cell=sky130_fd_sc_hd__dfrtp_1
ys_seq_share_pct=12.9
synth_area_um2=1560
dominantRegCellSynth=sky130_fd_sc_hd__dfrtp_1
top_cells_by_area=sky130_fd_sc_hd__dfrtp_1, sky130_fd_sc_hd__fa_1, sky130_fd_sc_hd__buf_4
synth.yosys.chip_area_um2=1560
yosysWarningCount=10
synth-edff-count=0
async_reset_ff_share_pct=100
synthesis.instances=221
ys_seq_elements=8
yosysUniqueCellTypes=42

[global_route]
antenna_found_initial=0
grt_first_pass_wirelength_mm=7.88
grt_start_max_net_pins=16
number_of_global_route_vias_before_repair=1715
grt_use_total_pct=7.26
final_global_route_overflow_total=0

[route]
final_antenna_net_count=0
drt-initial-drc-count=45
drt_wl_total_mm=4.69
avgRoutedWirePerCell_um=11.9
first_pass_iteration_count_of_the_detailed_router=4
num_vias=1722
vias_per_cell=4.38
drt_drc_violations_left=0
antenna_cells=0

[placed_design]
port_buffers=51
routabilityCongestion=0.853
place_inst=381
dpl_cell_area_um2=2260
dp_hpwl_mm=3.69

[pwr]
power-per-cell-area_nw_per_um2=256
irDropWorstVdd_uv=98.4
p_leak_uw=0.00104
total_power_uw=626

[job]
drv.max_cap_violation_count=0
log.warning_count=70

[floorplan]
die_height_um=111
floorplan.rows=33
design.die.area_um2=12300
coreArea_um2=8130
fp-utilization_pct=19.1
io_pins=62
die-width_um=111

[layout]
flip_flop_count_of_the_largest_register_all_copies_and_words_added=8
postLayoutCellArea_um2=2440
registers.top_by_ff_count=Q
layout-area-overhead-vs-synth_pct=57.0
final_layout_size_suffix_gt1_share_pct=25.3
largestRegisters=Q (8)
instances_no_fill=393

[cts]
clk_transition_reported_paths_ps=30
cts_hold_repair.buffers=0
tritoncts_clock_tree=built

[hold_path]
hold_path.class=clock port to asynchronous set/reset pin

[status]
failed_checks=negative hold slack, negative setup slack
run_status=complete, but fails checks

area by class of cell:
class / count / area [um2]
Fill cell: 847 / 5690
Timing Repair Buffer: 85 / 753
Sequential cell: 8 / 200
Tap cell: 105 / 131
Multi-Input combinational cell: 172 / 1210
Clock buffer: 6 / 82.6
Inverter: 17 / 66.3
cell usage in the layout, fill, tap and decap left out, drive strengths merged, types with 3 or more instances in the layout:
| cell type | instances |
|---|---|
| buf | 44 |
| clkdlybuf4s50 | 40 |
| inv | 17 |
| o21ai | 15 |
| nor2 | 14 |
| nand2 | 14 |
| a21oi | 13 |
| o22ai | 11 |
| nand3 | 11 |
| conb | 9 |
| dfrtp | 8 |
| fa | 7 |
| mux2i | 6 |
| or3 | 6 |
| o31ai | 6 |
| clkbuf | 6 |
| nand2b | 6 |
| and3 | 6 |
| nor3 | 6 |
| a31oi | 5 |
| nor2b | 4 |
| xnor2 | 4 |
| or2b | 4 |
| o211ai | 3 |
| nor3b | 3 |
critical path, stage by stage:
cell and delay (ps):
sky130_fd_sc_hd__buf_8 80, sky130_fd_sc_hd__ha_4 110, sky130_fd_sc_hd__inv_2 30, sky130_fd_sc_hd__fa_2 330
sky130_fd_sc_hd__fa_2 340, sky130_fd_sc_hd__fa_2 350, sky130_fd_sc_hd__fa_2 350, sky130_fd_sc_hd__fa_2 340
sky130_fd_sc_hd__fa_2 340, sky130_fd_sc_hd__inv_2 70, sky130_fd_sc_hd__fa_2 460, sky130_fd_sc_hd__buf_6 140
sky130_fd_sc_hd__buf_6 110, sky130_fd_sc_hd__nor3b_2 170, sky130_fd_sc_hd__a21oi_2 50, sky130_fd_sc_hd__o22ai_1 190
sky130_fd_sc_hd__buf_2 130
layer usage:
| metal | GRT usage (%) | share of wire, % | up-vias | wire [um] |
|---|---|---|---|---|
| met4 | 2.00 | 1.5 | 0 | 68 |
| met3 | 1.64 | 5.0 | 5 | 234 |
| met5 | 0 | 0 | - | 0 |
| li1 | - | - | 898 | - |
| met2 | 11.6 | 46 | 41 | 2160 |
| met1 | 9.58 | 48 | 778 | 2230 |
power by group:
group          internal [uW]  switching, uW  leakage, uW
combinational            230            159     0.000902
sequential              72.5           6.62    0.0000932
clock                    115           43.7    0.0000431
total                    417            209      0.00104
what timing repair did:
item                                    in CTS  in global routing
setup buffers                                5                  1
endpoints found under the setup margin      15                  8
gates resized                               54                  5
pin swaps                                   14                 11
cloned                                       1                  0
cells by family (layout without fill, tap and decap cells):
kind of cell / count (synthesis) / in the layout / synth area share, %
AND/OR/NAND/NOR: 78 / 78 / 26.6
AND-OR/OR-AND: 65 / 65 / 26.2
buffers and inverters: 49 / 108 / 17.0
adder cells (fa/ha/maj): 8 / 8 / 9.81
flip-flops: 8 / 8 / 12.9
XOR/XNOR: 6 / 6 / 3.38
multiplexers: 6 / 6 / 3.86
other: 1 / 9 / 0.241
synthesized netlist by cell type, types with 3 or more instances:
cell type	n
sky130_fd_sc_hd__nor2_1	14
sky130_fd_sc_hd__nand2_1	14
sky130_fd_sc_hd__nand3_1	11
sky130_fd_sc_hd__fa_1	7
sky130_fd_sc_hd__nor2b_1	4
sky130_fd_sc_hd__o22ai_1	11
sky130_fd_sc_hd__clkbuf_1	4
sky130_fd_sc_hd__o21ai_0	13
sky130_fd_sc_hd__nor3_1	6
sky130_fd_sc_hd__nor3b_1	3
sky130_fd_sc_hd__buf_4	13
sky130_fd_sc_hd__and3_1	6
sky130_fd_sc_hd__o31ai_1	6
sky130_fd_sc_hd__a31oi_1	5
sky130_fd_sc_hd__xnor2_1	4
sky130_fd_sc_hd__a21oi_1	13
sky130_fd_sc_hd__or3_1	6
sky130_fd_sc_hd__buf_2	13
sky130_fd_sc_hd__mux2i_1	6
sky130_fd_sc_hd__inv_1	16
sky130_fd_sc_hd__dfrtp_1	8
sky130_fd_sc_hd__o211ai_1	3
sky130_fd_sc_hd__nand2b_1	6
per-stage QoR:
stage	util (%)	hold WS [ps]	worst slack [ps]
detailed placement	27.8	-296	-1600
floorplan	-	-296	-500
finish	30.0	-306	-882
global placement	27.8	-296	-1600
global route	30.0	-317	-1030
CTS	29.8	-312	-1100
worst max path at each step:
stage | start | to | slack [ps]
4_1_cts | SW[0] | HEX5[0] | -1100
5_1_grt | SW[0] | HEX5[1] | -1030
6_report | SW[0] | HEX5[1] | -880
No activity file was given, so power comes from the tool's default toggle rates.
